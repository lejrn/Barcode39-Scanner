--- ./run.sh ---
#!/bin/bash
# OpenROAD 26Q1-2900-gdf79404cd8, Yosys 0.63+post, stock flow scripts
make -C /OpenROAD-flow-scripts/flow DESIGN_CONFIG=/design/flow/config.mk WORK_HOME=/design/flow/orfs finish
--- ./config.mk ---
export PLATFORM = sky130hd
export DESIGN_NAME = RAM
export DESIGN_NICKNAME = RAM
export VERILOG_FILES = /design/flow/design.v
export SDC_FILE = /design/flow/constraint.sdc
export NUM_CORES = 4
export LEC_CHECK = 1
export CORE_UTILIZATION = 30
--- ./constraint.sdc ---
current_design RAM

set clk_period 93.5
set clk_io_pct 0.2

create_clock -name clk0 -period $clk_period [get_ports {clk}]

set non_clock_inputs [all_inputs -no_clocks]
set_input_delay [expr $clk_period * $clk_io_pct] -clock clk0 $non_clock_inputs
set_output_delay [expr $clk_period * $clk_io_pct] -clock clk0 [all_outputs]
--- ./design.v ---
module RAM(
input clk,
input rst,
input wire MEMW,
input wire MEMR,
input [9:0] Address,
inout [7:0] data,
input CS
);
parameter size = 8192,
          word = 16;
integer i;
reg [word/2-1:0]Mem[0:size-1]; 
always @ ( posedge clk or negedge rst )
begin
 if ( !rst )
   for ( i =0 ; i<size ; i = i + 1)
   begin
     Mem[i] <= 0;
   end
 else
 begin
  if ( MEMW == 1 && CS)
    Mem[Address] <= data;
 end 
end
assign data = (MEMR && CS) ? Mem[Address]: 8'bz;
endmodule
==> reports/results.txt <==
post-synthesis register bit count = 8,192
ordered cell list for the critical path = buf_4 > buf_4 > buf_4 > nand2b_4 > buf_4 > buf_4 > nor2_4 > buf_4 > buf_4 > buf_4 > buf_4 > a22oi_1 > nand3_1 > o21a_1 > nor4b_1 > nand4_1 > nor4_2 > buf_4 > a21oi_1 > buf_4
arrival time worst endpoint = 26.83 ns
top cell family by delay on the critical path = buffers and inverters
result of the run = complete, but fails checks
standard cell core area = 983,000 um^2
# rows = 364
cell area power density = 22.4 nW/um^2
switching power share of the total = 23.9%
Final Hold Vio Count = 0
register containing the most flip-flops in the final layout = Mem
largest area contributor in the netlist = dfrtp_1
ys flop type = dfrtp_1
RSZ-0062 raised after global routing = false
Final setup viols = 0
maximum number of pins on one net before global-route repair = 138
root buffer cell = clkbuf_16
routed vias = 196,000
post-synth cell types = 82
largest registers = Mem (8192)
floorplan utilization = 30.1%
cell with the largest stage delay on the worst path = nor4b_1
Max Used Layer = met5
share of post-route cells with drive strength above 1 = 19.9%
max reg flops = 8,192
Flop pwr share = 48.6%
global-route wire length before repair = 2,190,000 um
count of hold-fix buffers inserted at cts = 0
Synth Area per Inst = 11.6 um^2
Worst Clk Skew = 0 ns
cells in synth_stat.txt = 25,600
yosys-reported design area after synthesis = 296,000 um^2
worst min-delay path category = flop to flop
Max Cap Viol = 3
maximum count of clock buffers along a single path = 4
Die X-Extent = 996 um
final core occ = 33.2%
antenna violations before repair = 429
area added between synthesis and finish = 10.2%
I/O Pins = 23
instance tally after logic synthesis = 25,600
Largest cells by area = dfrtp_1, clkbuf_1, a22oi_1
Worst-Margin Slew = 1.70 ns
worst skew pair latency = 1.29 ns
dominant cell type by count on the critical path = buf_4
share of power burned in combinational logic = 3.6%
iteration tally of the first detailed-router pass = 9
global-route total usage across every layer = 36.1%
required time worst endpoint = 74.80 ns
via count of the first global-routing pass = 195,000
detailed router's first-iteration violation count = 21,900
Worst Setup End Kind = output pin
via/cell ratio = 5.84
residual DRC count = 0
CTS Buf Count = 817
combined buffer and inverter count along the critical path = 11
Sinks on Clock Net = 8,192
number of cells on the worst hold path = 0
critical path startpoint category = primary input
worst slew margin relative to its limit = -14.1%
top-count cell post-synth = clkbuf_1
cell internal power dissipation = 5.55 mW
clock slew at reported path FFs = 0.06 ns
Met3 Routed Length = 332,000 um
antenna viol nets, final = 1
total of warnings raised by yosys = 3
crit path time final = 45.53 ns
Max-area cell share = 69.2%
Final Wtd Congestion = 1.12
met1 wire length = 561,000 um
met2 wire length = 657,000 um
Chip Height = 996 um
count of input and output buffers = 11
IR Drop Worst-Case VDD = 20.4 uV
Worst Setup Path Type = primary input to output pin
number of stages on the worst setup path = 20
fraction of synthesis flops using an asynchronous set or reset pin = 100%
post-detailed-routing wire length = 1,740,000 um
H-tree depth = 6
Syn Std Cell Area = 296,000 um^2
setup_tns = 0 ns
Seq/Total Area, Yosys = 69.2%
net switching power = 1.74 mW
clock tree from TritonCTS = yes
Post-CTS Setup Inserts = 0
Period Utilization, post-route = 48.7%
number of cells upsized or downsized after cts = 0
CP peak stage delay = 0.94 ns
most frequent cells after synthesis = clkbuf_1, dfrtp_1, a22oi_1
Routed WL per cell = 51.6 um
static leakage = 150 nW
number of enable flip-flop cells = 0
highest achievable clock rate = 0.0220 GHz
number of slew-limit violations in the final report = 9
grt total ovfl = 0
count of tool warnings = 96
area of the chip = 992,000 um^2
share of total power in the clock network = 47.9%
cells on worst reg2reg path = 0
critical path fanouts, max = 27
detailed placement HPWL = 1,220,000 um
violations in the final reports = antenna violations, max-capacitance violations, max-slew violations
-- cell families (layout without fill, tap and decap cells) --
| logic type | Yosys count | after routing | synth area share (%) |
|---|---|---|---|
| buffers and inverters | 9341 | 3447 | 11.9 |
| flip-flops | 8192 | 8192 | 69.2 |
| AND-OR/OR-AND | 5018 | 5018 | 13.1 |
| AND/OR/NAND/NOR | 3045 | 3045 | 5.71 |
| multiplexers | 23 | 23 | 0.0785 |
| XOR/XNOR | 1 | 1 | 0.00296 |
| other | 0 | 885 | 0 |
-- per-layer routing --
layer | up-vias | GRT usage (%)
li1 | 72300 | -
met1 | 98800 | 37.3
met2 | 18800 | 43.3
met3 | 5972 | 32.7
met4 | 344 | 28.4
met5 | - | 15.3
-- path summary, 6_finish.rpt --
check / startpoint / endpoint / slack (ns)
worst max register to register: Mem[104][0]$_DFFE_PN0P_ / Mem[104][0]$_DFFE_PN0P_ / 92.83
worst min register to register: Mem[485][7]$_DFFE_PN0P_ / Mem[485][7]$_DFFE_PN0P_ / 0.37
max in group asynchronous: rst / Mem[516][5]$_DFFE_PN0P_ / 69.88
worst max-delay path: Address[4] / data[5] / 47.97
min in group asynchronous: rst / Mem[193][3]$_DFFE_PN0P_ / 17.37
worst min-delay path: Mem[485][7]$_DFFE_PN0P_ / Mem[485][7]$_DFFE_PN0P_ / 0.37
-- power by group through the flow --
stage	logic (mW)	registers (mW)	clock network, mW
after CTS	0.244	3.54	3.50
after global routing	0.255	3.54	3.64
final	0.259	3.54	3.49
-- through the flow --
stage	std cells	setup slack, ns	hold slack (ns)	power [mW]	instance area (um^2)
after floorplan	25600	52.83	0.421	3.65	296000
after global placement	31200	48.46	0.357	3.85	296000
after detailed placement	31200	48.66	0.358	3.85	296000
after CTS	32700	48.62	0.371	7.29	324000
after global routing	33100	48.38	0.378	7.44	325000
final	33600	47.97	0.368	7.30	326000
-- layout by cell type, fill, tap and decap left out, drive strengths merged, types with 433 or more instances in the layout --
cell type and instances:
diode 885, buf 1939, dfrtp 8192, a22oi 2236, nand3 482, clkbuf 1154, nor3 605, nand4 558
a32oi 509, a22o 433
-- final cells by class --
cell class / count / area [um^2]
Clock buffer: 1154 / 23700
Fill cell: 93400 / 657000
Timing Repair Buffer: 1940 / 14900
Tap cell: 13000 / 16300
Multi-Input combinational cell: 8087 / 59600
Sequential cell: 8192 / 205000
Antenna cell: 885 / 2210
Clock inverter: 346 / 4750
Inverter: 7 / 26.3
Power and IR drop assume default switching activity.
