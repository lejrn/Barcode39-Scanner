==> design/flow/design.v <==
module INTEL_8254(
    input clk,
    input rst,
    input CS,
    output wire [7:0] data,
    output reg OUT0,
    input wire GATE0
    );
    reg GATE0S, flag =0, FLAG;  
    reg [3:0] counter;  
    reg [3:0] capture = 0;  
    reg [3:0] Toggles = -1;  
    always @ (GATE0)  
		  if(CS) begin
            capture = counter+8'b1;  
            flag = 1;  
            if(Toggles < 10)
                Toggles = Toggles + 1;  
            else
                if(FLAG)  
                    Toggles = 1;  
        end
    always @(posedge clk, negedge rst)  
        if(~rst) begin
            GATE0S <= 1;
            FLAG <= 0;
        end
        else if(CS) begin
            GATE0S <= GATE0;  
            FLAG <= flag;  
        end
    always @(posedge clk, negedge rst)
        if(~rst) begin
            OUT0 <= 0;
            counter <= 1;
        end
        else if(CS) 
            begin
                if(flag)
                    if(GATE0 & ~GATE0S || ~GATE0 & GATE0S)  
                            begin
                                if(FLAG & ~(Toggles%10 == 0))  
                                    OUT0 <= 1;  
                                counter <= 1;  
                            end
                        else
                            begin
                                OUT0 <= 0;  
                                counter <= counter + 1;  
                            end
            end
assign data = (CS && flag) ? capture : 8'bzzzzzzzz ;  
endmodule
==> design/flow/run.sh <==
#!/bin/bash
# OpenROAD 26Q1-2900-gdf79404cd8, Yosys 0.63+post, stock flow scripts
make -C /OpenROAD-flow-scripts/flow DESIGN_CONFIG=/design/flow/config.mk WORK_HOME=/design/flow/orfs finish
==> design/flow/config.mk <==
export PLATFORM = sky130hd
export DESIGN_NAME = INTEL_8254
export DESIGN_NICKNAME = INTEL_8254
export VERILOG_FILES = /design/flow/design.v
export SDC_FILE = /design/flow/constraint.sdc
export NUM_CORES = 4
export LEC_CHECK = 1
export CORE_AREA = 10 10 72 72
export DIE_AREA = 0 0 82 82
==> design/flow/constraint.sdc <==
current_design INTEL_8254

set clk_period 2.2
set clk_io_pct 0.2

create_clock -name clk0 -period $clk_period [get_ports {clk}]

set non_clock_inputs [all_inputs -no_clocks]
set_input_delay [expr $clk_period * $clk_io_pct] -clock clk0 $non_clock_inputs
set_output_delay [expr $clk_period * $clk_io_pct] -clock clk0 [all_outputs]
==> flow_summary.json <==
{
  "status": "finished clean",
  "routed_wirelength_mm": 1.13,
  "fin_area_sq_um": 843,
  "htree_levels": 1,
  "required_ns": 1.76,
  "gp_congestion": 0.763,
  "power_density_mw_per_mm2": 656,
  "yosysUniqueCellTypes": 25,
  "p_leak_nw": 0.374,
  "postCtsHoldBufs": 0,
  "drcViolationCount": 0,
  "grt_overflow_total": 0,
  "warning_count": 29,
  "mappedNetlistArea_sq_um": 669,
  "chip_area_sq_mm": 0.00672,
  "cts_buffers": 3,
  "yosys_cells": 72,
  "most-common-layout-cells": "8 x clkdlybuf4s50_1, 7 x o21ai_0, 7 x ha_1",
  "start_kind": "flop",
  "ys_ff": 16,
  "num_vias": 501,
  "syn_avg_cell_area_sq_um": 9.30,
  "setup_tns_ns": 0,
  "first_pass_iters": 4,
  "critPathMaxFanout": 2,
  "post_cts_buffers": 0,
  "timing.rr.end": "counter[2]",
  "grt_pass1_wl_mm": 1.91,
  "worst-setup-path-type": "flop to output port",
  "fin_util_pct": 22.9,
  "grt_max_degree": 10,
  "maxCapViolCount": 0,
  "grt_pass1_vias": 476,
  "p_total_mw": 0.553,
  "crit_buf_inv": 1,
  "grt_util_all_layers_pct": 3.41,
  "syn_inst": 72,
  "max_stage_delay_ns": 0.48,
  "antenna_found_initial": 0,
  "yosysWarnings": 14,
  "cts.clk_slew.worst_paths_ns": 0.04,
  "crit_chain": "clkdlybuf4s50_1",
  "rr_worst_depth": 4,
  "cts_buffer_depth": 2,
  "rrSetupSlack_ns": 0.94,
  "initCoreUtil_pct": 18.1,
  "synthToLayoutAreaGrowth_pct": 26.0,
  "layout-drive-gt1-share_pct": 8.33,
  "finalHoldViolCount": 0,
  "ys_area_sq_um": 669,
  "r2r-start": "GATE0S",
  "cts_tree": "yes",
  "rows": 22,
  "ir_drop_mv": 0.146,
  "post-route-min-period_ns": 1.50,
  "fmax_mhz": 668,
  "via_per_inst": 3.80,
  "dieHeight_um": 82,
  "hold_path.class": "input port to asynchronous set/reset pin",
  "drt-initial-drc-count": 13,
  "wire_per_inst_um": 8.57,
  "antenna-diode-count": 0,
  "core_area_sq_mm": 0.00369,
  "die_x_um": 82,
  "clock_latency_ns": 0.23,
  "endpoint_kind": "output port",
  "crit_arrival_ns": 1.06,
  "crit_family": "buffers and inverters",
  "io_pins": 13,
  "ant_nets": 0,
  "untimed_endpoints": 12,
  "unclocked_pins": 9,
  "finalClockPeriodUsage_pct": 68.1,
  "finClkSkew_ns": 0.00336,
  "post_dp_cell_area_sq_um": 798,
  "cts-root-buf": "clkbuf_8",
  "lay_top_count": "clkdlybuf4s50_1",
  "setup_viol": 0,
  "port_buffers": 8,
  "drv_slew": 0,
  "grt_setup_unrepaired": "no",
  "cp_slowest_cell": "clkdlybuf4s50_1",
  "cts_resized": 0,
  "dp_hpwl_um": 922
}
-- logic make-up after synthesis --
logic type | Yosys count | share of synthesized area, %
simple gates | 20 | 13.8
compound gates | 12 | 10.5
buf+inv | 10 | 7.85
latches | 9 | 20.2
fa+ha+maj | 7 | 13.1
flops | 7 | 26.5
xor+xnor | 4 | 5.23
other cells | 2 | 1.12
mux | 1 | 1.68
-- synth_stat cells --
master,n,area (sq um)
conb_1,2,7.51
or4_1,1,7.51
nand2_1,6,22.5
a31oi_1,2,12.5
dlxtn_1,4,60.1
dlxtp_1,5,75.1
or3_1,1,6.26
nand3_1,2,10.0
and2_1,1,6.26
o21ai_0,7,35.0
ha_1,7,87.6
xor2_1,2,17.5
nand4_1,1,6.26
dfstp_2,2,52.6
dfrtp_1,5,125
mux2_2,1,11.3
inv_1,6,22.5
a22o_1,1,8.76
buf_4,4,30.0
nor2_1,6,22.5
nor3_1,1,5.00
xnor2_1,2,17.5
a21oi_1,1,5.00
a41oi_1,1,8.76
nor2b_1,1,6.26
-- cell type report --
type	count	area, sq um
tap	48	60.1
inverter	6	22.5
multi-input combinational	49	315
sequential	16	313
clock buffer	4	45.0
timing repair buffer	9	87.6
fill	403	2850
-- registers in the layout (all words and copies together) (netlist names) --
register  count
GATE0S        1
capture       4
OUT0          1
flag          1
counter       4
Toggles       4
FLAG          1
-- how the worst max path moves through the flow --
stage,start,to,slack (ns),cells past startpoint
after global routing,CS,counter[3],0.56,5
after CTS,OUT0,OUT0,0.67,1
final,OUT0,OUT0,0.70,1
-- layer usage --
metal  vias up  wire (um)  track usage (%)
met5         -          0                0
met3         2         96             1.10
met1       225        540             4.54
met2        19        481             5.33
li1        255          -                -
met4         0         12            0.680
-- where the power goes --
group | switching (mW) | internal [mW]
clock | 0.0530 | 0.125
sequential | 0.0349 | 0.206
combinational | 0.0476 | 0.0869
total | 0.135 | 0.418
-- through the flow --
step	setup WS, ns	hold WS (ns)	cells
floorplan	1.03	0.144	75
global placement	0.517	0.497	128
detailed placement	0.489	0.505	128
CTS	0.669	0.485	132
global route	0.558	0.499	132
finish	0.703	0.471	132
Power and IR drop assume default switching activity.
