### design/flow/config.mk
export PLATFORM = sky130hd
export DESIGN_NAME = INTEL_8237
export DESIGN_NICKNAME = INTEL_8237
export VERILOG_FILES = /design/flow/design.v
export SDC_FILE = /design/flow/constraint.sdc
export NUM_CORES = 4
export LEC_CHECK = 1
export CORE_AREA = 10 10 70 70
export DIE_AREA = 0 0 80 80
### design/flow/constraint.sdc
current_design INTEL_8237

set clk_period 2.1
set clk_io_pct 0.2

create_clock -name clk0 -period $clk_period [get_ports {clk}]

set non_clock_inputs [all_inputs -no_clocks]
set_input_delay [expr $clk_period * $clk_io_pct] -clock clk0 $non_clock_inputs
set_output_delay [expr $clk_period * $clk_io_pct] -clock clk0 [all_outputs]
### design/flow/design.v
module INTEL_8237(
input clk,
input rst,
inout [9:0] Address,
input wire HLDA, 
output reg HOLD,
output reg EOP,
output reg DACK,
output reg MEMW,
input  DREQ,
input  CS,
output reg BHE
);
reg [9:0] address;
always @ (DREQ,HLDA)  
begin
  HOLD = (DREQ) ? 1:0;  
  MEMW = (DREQ) ? 1:0;   
  BHE  = (DREQ)? ((address % 2 == 0) ? 0:1):0;   
  DACK = (HLDA) ? 1:0;   
end
always @ (posedge clk or negedge rst)  
    begin
      if(!rst)
        begin
          address <= 0;
        end
      else if (DREQ == 1 && CS)
        begin
          address <= address + 1;  
          EOP <= (address == 98) ? 1:0;  
        end 
    end
assign Address = (DREQ && CS) ? address : 10'bz;  
endmodule
### design/flow/run.sh
#!/bin/bash
# OpenROAD 26Q1-2900-gdf79404cd8, Yosys 0.63+post, stock flow scripts
make -C /OpenROAD-flow-scripts/flow DESIGN_CONFIG=/design/flow/config.mk WORK_HOME=/design/flow/orfs finish
==> flow_metrics.env <==
# yosys + openroad results
export IMPL_yosysWarnings=2
export IMPL_place_area_um2=664.4
export IMPL_gp_congestion=0.7738
export IMPL_ys_seq_share_pct=51.03
export IMPL_rows=21
export IMPL_yosysTopAreaCell="dfrtp_1"
export IMPL_yosys_area_um2=549.3
export IMPL_simple_gate_share_pct=22.10
export IMPL_area_leaders="dfrtp_1 (46%), xnor2_1 (9.6%), edfxtp_1 (5.5%)"
export IMPL_fp_util_pct=16.08
export IMPL_postCtsSetupRepairBufs=0
export IMPL_numSynthFlops=11
export IMPL_lastStage="4_1_cts"
export IMPL_ys_sh_xor_pct=14.35
export IMPL_cts_resized=0
export IMPL_ioPinCount=20
export IMPL_adder_share_pct=4.556
export IMPL_syn_area_um2=549.3
export IMPL_h_tree_depth=1
export IMPL_cts_root_buf="clkbuf_4"
export IMPL_holdBufCountCts=0
export IMPL_ys_cells=49
export IMPL_mux_share_pct=0
export IMPL_cts_sinks=11
export IMPL_numCtsBuffers=3
export IMPL_ys_types=21
export IMPL_syn_area_per_cell_um2=11.21
export IMPL_dp_hpwl_um=1024
export IMPL_yosys_area_share_aoi_pct=0.9112
export IMPL_port_buffers=7
export IMPL_status="aborted with a tool error"
export IMPL_synth_cells=49
export IMPL_dieWidth_um=80
export IMPL_error_message="[error] [KeplerFormal.cpp:679] Workflow failed: Iso has multiple drivers: .Address0, Address[0]$_DFFE_PN0P_.Q0"
export IMPL_chipHeight_um=80
export IMPL_cts_buffer_depth=2
export IMPL_top_logic_kind="simple AND/OR/NAND/NOR gates"
export IMPL_yosys_area_top_type_share_pct=45.56
==> cells by family after synthesis <==
family | Yosys count
flops | 11
xor+xnor | 9
simple gates | 19
compound gates | 1
fa+ha+maj | 2
buf+inv | 7
==> Yosys cell counts <==
cell type and n:
nor3_1 3, nand3_2 1, edfxtp_1 1, nand3_1 2, nor4_2 1, buf_4 3, nor4_1 1, nand4b_1 1
nand2_1 1, dfrtp_1 10, ha_1 2, xor2_1 3, and2_1 2, xnor2_1 6, nand4_1 2, inv_1 3
a21oi_1 1, nand4_2 1, nor2_1 3, buf_2 1, and3_1 1
==> per-stage QoR <==
stage / hold WS, ps / instances / setup WS, ps / power [W]
after detailed placement: 510.4 / 100 / 131.4 / 0.0002977
after floorplan: 124.4 / 49 / 959.2 / 0.0002691
after global placement: 508.6 / 100 / 154.5 / 0.0002964
Power figures rest on the tool's default switching activity, not on a simulated workload.
